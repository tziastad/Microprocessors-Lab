==> /design/flow/design.v <==
module MCPU_Alu(cmd,in1,in2,out,CF);
parameter CMD_SIZE=3;
parameter WORD_SIZE=16;
parameter  [CMD_SIZE-1:0]  CMD_AND  = 0;  
parameter  [CMD_SIZE-1:0]  CMD_OR   = 1;  
parameter  [CMD_SIZE-1:0]  CMD_XOR   = 2;  
parameter  [CMD_SIZE-1:0]  CMD_ADD   = 3;  
parameter  [CMD_SIZE-1:0]  CMD_LSL   = 4;  
parameter  [CMD_SIZE-1:0]  CMD_LSR   = 5;  
input [CMD_SIZE-1:0] cmd;
input [WORD_SIZE-1:0] in1;
input [WORD_SIZE-1:0] in2;
output[WORD_SIZE-1:0] out;
output CF;
wire [CMD_SIZE-1:0] cmd;
wire [WORD_SIZE-1:0] in1;
wire [WORD_SIZE-1:0] in2;
reg  [WORD_SIZE-1:0] out;
reg  CF;
always @ (cmd, in1, in2)
  #2
case(cmd)
  CMD_AND : begin
               out = in1&in2; 
      end
  CMD_OR : begin
              out = in1|in2;
            end
  CMD_XOR : begin
              out = in1^in2;
            end
  CMD_LSL : begin
              out = in1<<in2;
            end
  CMD_LSR : begin
              out = in1>>in2;
            end
  default : begin
              {CF,out} = in1+in2;
            end
 endcase
endmodule
==> /design/flow/run.sh <==
#!/bin/bash
# OpenROAD 26Q1-2900-gdf79404cd8, Yosys 0.63+post, stock flow scripts
make -C /OpenROAD-flow-scripts/flow DESIGN_CONFIG=/design/flow/config.mk WORK_HOME=/design/flow/orfs finish
==> /design/flow/config.mk <==
export PLATFORM = sky130hd
export DESIGN_NAME = MCPU_Alu
export DESIGN_NICKNAME = MCPU_Alu
export VERILOG_FILES = /design/flow/design.v
export SDC_FILE = /design/flow/constraint.sdc
export NUM_CORES = 4
export LEC_CHECK = 1
export CORE_UTILIZATION = 40
==> /design/flow/constraint.sdc <==
current_design MCPU_Alu

set clk_period 7.3
set clk_io_pct 0.2

create_clock -name clk0 -period $clk_period

set non_clock_inputs [all_inputs -no_clocks]
set_input_delay [expr $clk_period * $clk_io_pct] -clock clk0 $non_clock_inputs
set_output_delay [expr $clk_period * $clk_io_pct] -clock clk0 [all_outputs]
==> metrics.yaml <==
rows: 31
crit_chain: "clkdlybuf4s50_1 > clkinv_1 > ha_1 > o21a_1 > o31a_1 > o221a_2 > o21ai_0 > xor2_1 > a22oi_1 > clkdlybuf4s50_1"
warnings: 48
p_leak_uw: 0.001472
ys_sh_mux_pct: 22.75
rsz0062_at_grt: "false"
drv_slew: 0
largest_reg_flops: 1
arrival_ps: 4850
routedWlPerCell_um: 18.57
untimed_endpoints: 2
top_cell_area_share_pct: 15.19
grt_use_total_pct: 25.05
drt_wl_total_mm: 10.10
synth_chip_area_sq_um: 3113
ys_sh_xor_pct: 3.658
synth_flops: 1
fin_crit_ps: 6313
p_int_uw: 123.2
layout_top_cell: "clkdlybuf4s50_1"
tightestPinTransition_ps: 566.0
finalCritPeriodShare_pct: 86.48
crit_path_top_delay_cell: "clkdlybuf4s50_1"
max_cap_violations: 0
swShare_pct: 50.25
cp-start-kind: "input port"
die_h_um: 90.22
core_sq_um: 7370
ys.flop_type: "dlxtn_1"
switchingPower_uw: 124.4
drive_above_1_share_pct: 10.79
place_congestion: 0.9482
power_density_nw_per_um2: 67.80
grt_max_degree: 40
whs_ps: 4147
topCellsByArea: "mux4_2 15%, ha_1 13%, a21oi_1 6.8%, inv_1 4.6%, nor2_1 4.3%"
max_freq_mhz: 158.4
setup_tns_ps: 0
drcViolationCount: 0
crit_top_cell: "clkdlybuf4s50_1"
run_status: "finished, final reports clean"
synth_cell_types: 63
grt_pass1_vias: 3011
dp_hpwl_mm: 7.885
ctsResizeCount: 0
antenna_found_initial: 0
crit_path_end_kind: "output pin"
crit_family: "buffers and inverters"
final_cells: 544
post_cts_buffers: 0
postRouteAntennaNets: 0
unclocked_pins: 1
slew_headroom_pct: 62.15
required_ps: 5840
holdPathEnd: "out[4]"
power_frac_seq_pct: 0.4
vias: 3246
netlist_area_sq_um: 3113
ys_top_logic_family: "AND-OR/OR-AND gates"
grt-ovfl-total: 0
path_max_fanout: 17
fp-utilization_pct: 42.24
pwr-share-comb_pct: 99.6
synthCells: 415
port_buffers: 52
edf_count: 0
die_w_um: 90.22
slowest_delay_ps: 830
drtIter0Drc: 213
chipArea_sq_um: 8140
holdBufCountCts: 0
min_path_cells: 5
area_delta_synth_final_pct: 17.28
ys_cells: 415
syn_area_per_cell_sq_um: 7.501
dr.pass1.iters: 4
antennaDiodeCount: 0
min_from: "cmd[2]"
synthSimpleGateAreaFrac_pct: 18.01
setup_viol: 0
p_clk_share_pct: 0
hp-class: "in2out"
final_cell_mix: "52 x clkdlybuf4s50_1, 42 x a21oi_1, 38 x inv_1"
timing.final.hold_violations: 0
worst_ir_drop_vdd_uv: 26.46
aoi_share_pct: 31.43
async_reset_ff_share_pct: 0
yosysTopAreaCell: "mux4_2"
path_class: "in2out"
yosys_warnings: 1
synthAdderAreaFrac_pct: 13.50
via_per_inst: 5.967
utilization_pct: 49.54
io_pins: 52
dp_cells: 544
path_buffers: 3
grt_pass1_wl_mm: 15.99
per-layer routing:
metal  track usage [%]  part of all wire (%)
met2             39.69                    46
met1             39.40                    47
met3             2.320                   6.4
met5                 0                     0
met4             1.075                  0.30
layout make-up:
class	count	area [sq um]
Multi-Input combinational cell	344	2781
Sequential cell	1	15.01
Timing Repair Buffer	60	580.6
Inverter	40	150.1
Fill cell	747	3719
Tap cell	99	123.9
cells by family (layout without fill, tap and decap cells):
kind of cell,Yosys count,count (layout)
AOI/OAI and AO/OA,147,147
and+or+nand+nor,108,108
buffers and inverters,70,100
muxes,43,43
adders and majority gates,33,33
xor gates and xnor gates,13,13
latches,1,1
worst max-delay path by stage:
stage	startpoint	to	slack, ps	cells after the start
after CTS	in2[3]	out[14]	1050	10
after global routing	in2[3]	out[12]	770	10
final	in2[3]	out[14]	990	10
per-stage QoR:
stage	area, sq um	power, uW	setup slack, ps
detailed placement	3651	245.3	1063
finish	3651	247.5	986.7
global route	3651	271.2	769.5
CTS	3651	246.8	1048
floorplan	3113	157.0	2472
global placement	3651	246.2	1079
power by group through the flow:
stage     logic [uW]  clock network, uW  registers, uW
5_1_grt          270                  0          0.926
6_report         247                  0          0.890
4_1_cts          246                  0          0.911
synthesized netlist by cell type, types with 7 or more instances:
cell,count
nand2_1,28
nor2_1,36
clkbuf_1,15
nor3_1,9
mux4_2,21
o21ai_0,18
mux2i_1,10
o22ai_1,10
a21oi_1,42
inv_1,38
xnor2_1,9
o211ai_1,11
ha_1,32
mux2_2,9
a22oi_1,9
o22a_1,7
Power figures rest on the tool's default switching activity, not on a simulated workload.
